$ cat flow/run.sh
#!/bin/bash
# OpenROAD 26Q1-2900-gdf79404cd8, Yosys 0.63+post, stock flow scripts
make -C /OpenROAD-flow-scripts/flow DESIGN_CONFIG=/design/flow/config.mk WORK_HOME=/design/flow/orfs finish
$ cat flow/config.mk
export PLATFORM = sky130hd
export DESIGN_NAME = interrupt_logic
export DESIGN_NICKNAME = interrupt_logic
export VERILOG_FILES = /design/flow/design.v
export SDC_FILE = /design/flow/constraint.sdc
export NUM_CORES = 4
export LEC_CHECK = 1
export CORE_UTILIZATION = 40
$ cat flow/constraint.sdc
current_design interrupt_logic

set clk_period 2.9
set clk_io_pct 0.2

create_clock -name clk0 -period $clk_period [get_ports {clk}]

set non_clock_inputs [all_inputs -no_clocks]
set_input_delay [expr $clk_period * $clk_io_pct] -clock clk0 $non_clock_inputs
set_output_delay [expr $clk_period * $clk_io_pct] -clock clk0 [all_outputs]
$ cat flow/design.v
module interrupt_logic (
  clk,
  reset,
  data_in,
  write,
  write_data,
  address_decode,
  irq_mask_reg_en,
  edge_capture_reg_en,
  read_data,
  irq_out
);
parameter DATA_WIDTH = 32;
input clk;
input reset;
input [DATA_WIDTH-1:0] data_in;
input write;
input [DATA_WIDTH-1:0] write_data;
input address_decode;
input irq_mask_reg_en;
input edge_capture_reg_en;
output reg [DATA_WIDTH-1:0] read_data;
output wire irq_out;
reg [DATA_WIDTH-1:0] data_in_d1;
reg [DATA_WIDTH-1:0] data_in_d2;
reg [DATA_WIDTH-1:0] data_in_d3;
wire [DATA_WIDTH-1:0] edge_detect;
reg [DATA_WIDTH-1:0] edge_capture;
reg [DATA_WIDTH-1:0] irq_mask;
wire edge_capture_wr_strobe;
wire irq_mask_wr_strobe;
wire [DATA_WIDTH-1:0] readdata_mux;
always @ (posedge clk or posedge reset)
begin
  if (reset == 1)
  begin
    irq_mask <= 0;
  end
  else if (irq_mask_wr_strobe)
  begin
    irq_mask <= write_data;    
  end
end
always @ (posedge clk or posedge reset)
begin
  if (reset == 1)
  begin
    data_in_d1 <= 0;
    data_in_d2 <= 0;
  end
  else
  begin
    data_in_d1 <= data_in;
    data_in_d2 <= data_in_d1;
  end
end
always @ (posedge clk or posedge reset)
begin
  if (reset == 1)
  begin
    data_in_d3 <= 0;
  end
  else
  begin
    data_in_d3 <= data_in_d2;    
  end
end
assign edge_detect = data_in_d2 & ~data_in_d3; 
generate
genvar BIT;
for(BIT = 0; BIT < DATA_WIDTH; BIT = BIT + 1)
begin: edge_capture_generation	
  always @ (posedge clk or posedge reset)
  begin
    if (reset == 1)
    begin
      edge_capture[BIT] <= 0;
    end
    else 
	begin
	  if (edge_capture_wr_strobe && write_data[BIT])
        edge_capture[BIT] <= 0;
	  else if (edge_detect[BIT])
	    edge_capture[BIT] <= 1;
    end
  end
end
endgenerate
always @ (posedge clk or posedge reset)
begin
  if (reset == 1)
  begin
    read_data <= 0;
  end
  else
  begin
    read_data <= readdata_mux;    
  end
end
assign readdata_mux = ({DATA_WIDTH{(irq_mask_reg_en == 1'b1)}} & irq_mask) | ({DATA_WIDTH{(edge_capture_reg_en == 1'b1)}} & edge_capture);
assign irq_mask_wr_strobe = (write == 1'b1) && (address_decode == 1'b1) && (irq_mask_reg_en == 1'b1);
assign edge_capture_wr_strobe = (write == 1'b1) && (address_decode == 1'b1) && (edge_capture_reg_en == 1'b1);
assign irq_out = |(edge_capture & irq_mask);
endmodule
==> run summary <==
fresh numbers from the pnr run: post-route DRC violation count=0, crit start category=flip-flop, PwrDens=749 mW/mm², Post-synth ARST share=100%, Peak supply drop=0.000427 V, number of global-route vias before repair=3597, Core Util at FP=41.6%, CTS Buf Count=17, die height=126 µm, MI comb area=0.00114 mm², post-route ant nets=0, Synth mux share=5.88%, I/O Buffers=102, root cell of the clock tree=clkbuf_16, post-cts hold buffer count=0, final setup violation count=0, yosys xor share=0%, layout cells sized above 1=8.88%, number of synthesis warnings=1, total grt overflow=0, post-layout util=54.5%, post-CTS sizing=0, slowest cell on the critical path=or4_1, worst hold path type=reg -> reg, total track usage=15.8%, DRT Wirelength=11000 µm, CP Data Arrival Time=1900 ps, Simple-Gate Fraction of Synth Area=0.796%, final period utilization=85.6%, global-route wire length before repair=18400 µm, Clock Skew=8.19 ps, die area=0.0158 mm², Max Cap Violations=0, Syn-to-layout area delta=31.2%, yosys synthesis chip area=0.00613 mm², post-DP HPWL=7040 µm, ys cells=391, Mapped Avg Cell Area=15.7 µm², Latency at later pin=420 ps, CP Cell Sequence=a22oi_1, nand4_1, or4_1, dlymetal6s2s_1, placer congestion estimate=0.800, highest net fanout along the worst path=3, crit end category=output port, most frequent logic cell in the layout=dfrtp_1, most frequent cells in the layout=dfrtp_1 (192), clkdlybuf4s50_1 (101), a21oi_1 (64), Seq. cell area=0.00480 mm², Hold Fails Final Rpt=0, critical path's top delay family=simple AND/OR/NAND/NOR gates, WS Path Type=reg -> out, Adder Area Share=0%, setup TNS=0 ps, postcts setup bufs=0, count of tool warnings=28, Dominant flop cell=dfrtp_1, Initial DRC Count=208, Yosys reg bits=192, worst endpoint required time=2320 ps, number of antenna diodes=0, Max Root-Sink Buffers=2, DR WL/cell=15.7 µm, antenna violations before repair=0, Sink Count=192, Leak=3.55 nW, largest net degree at the start of global routing=111, Unique cell types=15, Max Fclk=403 MHz, htree depth=4, setup repair after global routing missed its margin=no, DRT Pass-1 Iters=4, Top logic family=AND-OR/OR-AND gates, critical path's largest stage delay=510 ps, Synth Seq Share=78.4%, max-slew violation count=0, status=finished, final reports clean, Reg clk slew, reported paths=70 ps, Via density=4.84, Synth Cell Area=0.00613 mm², Post-Synthesis Cells=391, worst slew pin tran=558 ps, CTS tree=yes, aoi share=11.9%, min Tclk post-route=2480 ps, Core Box Area=0.0148 mm², Rows=44, Fillers=1131, Worst slew margin=62.8%, die width=126 µm, flip-flops with a built-in enable=0, I/O pins=103, CP bufs+invs=1, via count=3399
==> Yosys cell counts, types with 2 or more instances <==
| cell | n | area (µm²) |
|---|---|---|
| a22o_1 | 31 | 272 |
| clkbuf_1 | 7 | 26.3 |
| nand4_1 | 4 | 25.0 |
| a21oi_1 | 64 | 320 |
| dfrtp_1 | 192 | 4800 |
| inv_1 | 33 | 124 |
| a22oi_1 | 15 | 113 |
| mux2_1 | 30 | 338 |
| buf_2 | 8 | 40.0 |
| mux2_2 | 2 | 22.5 |
==> layout make-up <==
cell class | instances | area share (%)
repair buffers | 110 | 13.9
flip-flops and latches | 192 | 59.7
clock inverters | 13 | 2.12
inverters | 33 | 1.59
multi-input cells | 151 | 14.1
well taps | 184 | 2.86
clock buffers | 19 | 5.63
==> through the flow <==
stage	area [µm²]	worst slack (ps)	power (W)	std cells	hold WS (ps)
floorplan	6130	-156	0.00334	391	331
global placement	7420	512	0.00366	670	331
detailed placement	7420	522	0.00368	670	335
CTS	8040	46.4	0.00611	702	348
global route	8040	286	0.00629	702	354
finish	8040	418	0.00603	702	343
==> routing by layer <==
layer	share of wire, %	global-route usage, %	up-vias
met5	0	0	-
met4	0.87	1.70	0
met3	6.5	5.24	5
met2	46	22.6	97
met1	47	26.3	1712
li1	-	-	1585
==> cell families after synthesis <==
kind of cell | after synthesis
flops | 192
compound gates | 112
buf+inv | 48
mux | 32
simple gates | 7
==> state kept, by name (all words and copies together), names as in the netlist <==
signal        cells
data_in_d3       32
irq_mask         32
data_in_d1       32
edge_capture     32
read_data        32
data_in_d2       32
==> power breakdown <==
group	internal [W]	switching (W)	leakage, nW	total [W]
Sequential	0.00294	0.000142	2.19	0.00308
Clock	0.00142	0.000985	0.303	0.00240
Combinational	0.000337	0.000204	1.06	0.000541
==> path summary, 6_finish.rpt <==
kind	start	to	slack (ps)	cells after the start
min reg2reg	data_in_d1[28]	data_in_d2[28]	340	0
min	data_in_d1[28]	data_in_d2[28]	340	0
max reg2reg	irq_mask[26]	irq_mask[26]	2080	1
min in group asynchronous	reset	data_in_d3[6]	490	2
max in group asynchronous	reset	data_in_d2[21]	1560	3
max	edge_capture[21]	irq_out	420	4
Power figures rest on the tool's default switching activity, not on a simulated workload.
